==> design/flow/design.v <==
module DataRam(
	input	wire					clk,		 
	input	wire					re,			 
	input	wire					we,			 
	input	wire[31 : 0]		addr,		 
	input	wire[3 : 0]		sel,		 
	input	wire[31 : 0]			storeData,	 
	output	reg	[31 : 0]			loadData	 
);
			reg	[31 : 0]			ram[0 : 32 - 1];
			wire[6 : 2]		validaddr;
	assign validaddr = addr[6 : 2];
	integer i;
	initial begin
		for (i = 0; i < 32; i = i + 1) begin
			ram[i] <= 0;
		end
		for (i = 0; i < 4; i = i + 1) begin
			$dumpvars(0, ram[i]);
		end
	end
	always @(posedge clk) begin
		if (we) begin
			if (sel[0]) begin
				ram[validaddr][ 7 : 0 ] <= storeData[ 7 : 0 ];
			end
			if (sel[1]) begin
				ram[validaddr][15 : 8 ] <= storeData[15 : 8 ];
			end
			if (sel[2]) begin
				ram[validaddr][23 : 16] <= storeData[23 : 16];
			end
			if (sel[3]) begin
				ram[validaddr][31 : 24] <= storeData[31 : 24];
			end
		end
	end
	always @(*) begin
		if (re) begin
			loadData <= ram[validaddr];
		end else begin
			loadData <= 32'h0;
		end
	end
endmodule
==> design/flow/run.sh <==
#!/bin/bash
# OpenROAD 26Q1-2900-gdf79404cd8, Yosys 0.63+post, stock flow scripts
make -C /OpenROAD-flow-scripts/flow DESIGN_CONFIG=/design/flow/config.mk WORK_HOME=/design/flow/orfs finish
==> design/flow/config.mk <==
export PLATFORM = sky130hd
export DESIGN_NAME = DataRam
export DESIGN_NICKNAME = DataRam
export VERILOG_FILES = /design/flow/design.v
export SDC_FILE = /design/flow/constraint.sdc
export NUM_CORES = 4
export LEC_CHECK = 1
export CORE_UTILIZATION = 30
==> design/flow/constraint.sdc <==
current_design DataRam

set clk_period 8.5
set clk_io_pct 0.2

create_clock -name clk0 -period $clk_period [get_ports {clk}]

set non_clock_inputs [all_inputs -no_clocks]
set_input_delay [expr $clk_period * $clk_io_pct] -clock clk0 $non_clock_inputs
set_output_delay [expr $clk_period * $clk_io_pct] -clock clk0 [all_outputs]
==> results.toml <==
# yosys + openroad results
[status]
status = "complete, no violations"

[final_layout]
area_growth_syn_to_layout_pct = 14.74
instances_no_fill = 4145
n_fill_cell = 12110
regMostFlops = "ram"
largest_reg_flops = 1024
layout-drive-gt1-share_pct = 8.787
finalCoreUtilization_pct = 34.66
reg.largest.list = "ram x1024"

[worst_setup_path]
worst_ep_arrival_time_ps = 5550
critPathMaxStageDelay_ps = 1170
cp_num_buf_inv = 3
startpoint_type = "input port"
cp_max_fo = 19
worstPathRequired_ps = 6800
cp_slowest_cell = "or4_2"
cp-end-kind = "output pin"
critPathMostFrequentCell = "clkdlybuf4s50_1"
worstPathCellList = "clkdlybuf4s50_1 > or4_2 > buf_4 > o22ai_1 > nor4_1 > a21boi_1 > clkdlybuf4s50_1"
crit_type = "input port to output pin"
cp_top_family = "buffers and inverters"

[sta]
layout_min_cycle_time_ps = 7251
tightest_slew_ps = 929.8
rsz0062_at_grt = "false"
holdWs_ps = 1874
period_used_pct = 85.30
timing.setup.tns_ps = 0
timing.fmax_mhz = 137.9
finalSetupViolCount = 0
relSlewSlack_pct = 37.78
maxSlewViolCount = 0
hold_violations = 0

[clock_network]
cts_setup_buffers = 0
clkSinkCount = 1024
holdBufCountCts = 0
cts_resized = 0
h-tree-depth = 3
clk_pin_slew_ps = 50
numCtsBuffers = 102
cts_tree = "done"
clk_path_buf_depth = 3
cts_root_buf = "clkbuf_16"

[run]
cap_viol_max_count = 0
warning_count = 53

[floorplanning]
io_pins = 103
dieWidth_um = 365.6
rows = 133
core_region_area_um2 = 131300
die_h_um = 365.6
fp-utilization_pct = 30.20
dieArea_um2 = 133600

[routing]
viasPerCell = 4.771
antenna_left = 0
wl_per_cell_um = 21.37
num_antenna_cells = 0
drt_pre_antenna_iters = 5
drt_iter0_drc = 1131
drt_wl_total_um = 88600
vias = 19780
drcViolationCount = 0

[grt]
grt_pass1_wl_um = 130500
antenna_found_initial = 3
overflow = 0
grt_max_degree = 96
grt_usage_pct = 14.21
first_global_vias = 20580

[power]
p_comb_share_pct = 4.8
cellLeakagePower_nw = 15.06
power_frac_clock_pct = 40.0
p_switching_mw = 2.118
p_int_mw = 8.013
power_density_nw_per_um2 = 222.7
ir_worst_vdd_uv = 151.0
total_power_mw = 10.13
switching_share_pct = 20.91
power_frac_seq_pct = 55.3

[logic_synthesis]
most_common_cell = "edfxtp_1"
syn_area_um2 = 39660
yosys_cells = 2201
common_cells = "edfxtp_1 (1024), mux2i_1 (512), o22ai_1 (255)"
syn-instance-count = 2201
synth_area_per_cell_um2 = 18.02
yosys_area_um2 = 39660
yosysWarnings = 5
synth_seq_share_pct = 77.54
edf_count = 1024
top_area_cell = "edfxtp_1"
flop_cell = "edfxtp_1"
top_area_share_pct = 77.54
yosysUniqueCellTypes = 23
postSynth.asyncResetShare_pct = 0
ys_ff = 1024
yosys-top-cells-area = "edfxtp_1 (78%), mux2i_1 (13%), o22ai_1 (4.0%)"

[placed_design]
place_congestion = 0.8434
port-buffer-count = 75
placed_cells = 3962
dp_hpwl_um = 56330

[worst_hold_path]
hold_path_class = "input port to flip-flop"
## metrics by stage
| step | cell area (um2) | setup slack, ps |
|---|---|---|
| global route | 45500 | 1054 |
| finish | 45500 | 1249 |
| global placement | 42490 | 1374 |
| floorplan | 39660 | 3890 |
| detailed placement | 42490 | 1372 |
| CTS | 45500 | 1354 |
## power by group through the flow
stage / clock [mW] / sequential [mW] / combinational (mW)
global route: 4.35 / 5.60 / 0.524
finish: 4.05 / 5.60 / 0.484
CTS: 4.14 / 5.60 / 0.491
## layout by cell type, fill, tap and decap left out, drive strengths merged
cell           netlist  layout
a21boi              32      32
buf                 93      74
bufinv               0       1
clkbuf              48     127
clkdlybuf4s50        0      73
clkinv               0      53
edfxtp            1024    1024
inv                  0       2
mux2i              512     512
nand2                1       1
nand3               13      13
nand3b               3       3
nand4                5       5
nand4b               4       4
nand4bb              6       6
nor2               130     130
nor2b                2       2
nor4                64      64
o22ai              256     256
or3                  1       1
or3b                 2       2
or4                  1       1
or4b                 4       4
## area by class of cell
class                           count  area [um2]  share of cell area, %
Clock buffer                      127        2668                  5.863
Clock inverter                     56       341.6                 0.7507
Multi-Input combinational cell   1036        8205                  18.03
Sequential cell                  1024       30750                  67.58
Tap cell                         1755        2196                  4.826
Timing Repair Buffer              147        1341                  2.948
## metal layers
metal	share of wire (%)	up-vias	GRT usage, %
li1	-	9136	-
met1	37	9730	17.54
met2	47	753	21.71
met3	13	151	8.866
met4	2.6	6	3.060
met5	0.042	-	0
## cells by family (layout without fill, tap and decap cells)
kind of cell,after synthesis,after routing,synth area share [%]
AND/OR/NAND/NOR,236,236,3.029
multiplexers,512,512,12.92
flip-flops,1024,1024,77.54
AND-OR/OR-AND,288,288,4.660
buffers and inverters,141,330,1.849
## worst paths after layout
path / depth (start not counted) / slack, ps / startpoint / endpoint
min: 2 / 1870 / storeData[2] / ram[23][2]
max: 7 / 1250 / addr[4] / loadData[19]
Power and IR drop assume default switching activity.
